**flow/run.sh**
```bash
#!/bin/bash
# OpenROAD 26Q1-2900-gdf79404cd8, Yosys 0.63+post, stock flow scripts
make -C /OpenROAD-flow-scripts/flow DESIGN_CONFIG=/design/flow/config.mk WORK_HOME=/design/flow/orfs finish
```
**flow/config.mk**
```make
export PLATFORM = sky130hd
export DESIGN_NAME = pc
export DESIGN_NICKNAME = pc
export VERILOG_FILES = /design/flow/design.v
export SDC_FILE = /design/flow/constraint.sdc
export NUM_CORES = 4
export LEC_CHECK = 1
export CORE_UTILIZATION = 30
```
**flow/constraint.sdc**
```tcl
current_design pc

set clk_period 1.1
set clk_io_pct 0.2

create_clock -name clk0 -period $clk_period [get_ports {clk}]

set non_clock_inputs [all_inputs -no_clocks]
set_input_delay [expr $clk_period * $clk_io_pct] -clock clk0 $non_clock_inputs
set_output_delay [expr $clk_period * $clk_io_pct] -clock clk0 [all_outputs]
```
**flow/design.v**
```verilog
`timescale 1ns / 1ps
module pc(
    input clk,
    input Reset,
	 input Enable, 
    input [31:0] next_pc,
    output [31:0] out_pc
    );
	reg [31:0] out = 32'h00003000;
	always @(posedge clk) begin
		if (Reset) begin
			out <= 32'h00003000;
		end
		else begin 
			if (Enable) begin
				out <= next_pc;
			end
		end
	end
	assign out_pc = out;
endmodule
```
==> out/metrics.yaml <==
sta:
  setup_tns_ns: 0
  tightest_slew_ns: 0.157
  slew_violations: 0
  timing.hold.ws_ns: 0.345
  rsz0062_at_grt: "false"
  setup_violations: 0
  fin_ws_ns: 0.0554
  skew_ns: 0
  finalCritPeriodShare: 0.950
  max_slew_margin: 0.892
  hold_violations: 0
  fin_crit_ns: 1.04
  max_freq_ghz: 0.957
worst_hold_path:
  min_from: "Enable"
  hold_class: "primary input to flip-flop"
  hold_depth: 3
route:
  drt_wl_total_um: 2390
  drc_errors: 0
  ant_nets: 0
  first_pass_iters: 4
  vias: 948
  diodes: 0
  vias_per_cell: 4.29
  initialDrtViolationCount: 25
  wire_per_inst_um: 10.8
clocking:
  clockRootBuffer: "clkbuf_8"
  cts_tree: "yes"
  cts_max_path_buffers: 2
  htree_levels: 2
  holdBufCountCts: 0
  numCtsBuffers: 5
  clk_pin_slew_worst_paths_ns: 0.06
  cts.sinks: 32
  worstSkewPairLatency_ns: 0.27
flow_run:
  maxCapViolCount: 0
  tool_warnings: 25
global_route:
  antenna_found_initial: 0
  grt_overflow_total: 0
  groute.usage.overall: 0.125
  grt_pass1_vias: 914
  grt_pass1_wl_um: 3960
  grt_max_degree: 19
floorplanning:
  dieWidth_um: 64.4
  placementRows: 22
  io_pins: 67
  die_h_um: 64.4
  chip_area_um2: 4140
  core_area_um2: 3690
  floorplan.core_util: 0.316
place:
  portBuffers: 66
  gp_congestion: 0.706
  hpwlAfterDp_um: 1760
  pre_cts_ws_ns: -0.0723
critical_path:
  crit_fanout: 2
  reg2reg_depth: 2
  arrival_ns: 0.82
  crit_family: "flip-flops"
  critical_path_required_ns: 0.88
  critPathBufInv: 1
  worstSetupStartpointType: "flip-flop"
  crit_slowest_cell: "dfxtp_2"
  crit_cells: 1
  crit_chain: "dlygate4sd2_1"
  endpoint_kind: "primary output"
  r2r-start: "out[13]"
  critPathLaunch: "out[28]"
  max_stage_delay_ns: 0.32
  crit_type: "flip-flop to primary output"
logic_synthesis:
  postSynthCellCount: 103
  synth.area.mux_share: 0.257
  adder_share: 0
  ys_chip_area_um2: 1170
  synth_seq_share: 0.549
  ys_sh_xor: 0
  yosysWarnings: 1
  yosys_cells: 103
  synth_cell_types: 9
  syn_avg_cell_area_um2: 11.3
  syn_area_um2: 1170
  synth-simple-area-share: 0.107
  synth_flops: 32
  aoi_share: 0.0150
  synthTopLogicFamily: "multiplexers"
cells_and_area:
  lay_top_count: "clkdlybuf4s50_1"
  post-route-util: 0.529
  top_regs: "out x32"
  final_layout_size_suffix_gt1_frac: 0.254
  largest_reg_flops: 32
  largest-register: "out"
  layout.cells.most_common_list: "clkdlybuf4s50_1 (33), dfxtp_2 (32), dlygate4sd2_1 (32), mux2i_1 (30), nor2_1 (30)"
  syn_to_final_growth_pct: 67.1
run_status:
  status: "complete, no violations"
power:
  peakVddDrop_mv: 0.771
  power_density_nw_per_um2: 1320
  p_leak_nw: 0.954
-- cell families after synthesis --
kind of cell | Yosys count
multiplexers | 30
AND-OR/OR-AND | 2
buffers and inverters | 7
AND/OR/NAND/NOR | 32
flip-flops | 32
-- stage by stage --
| step | total power (W) | instances | cell area (um^2) |
|---|---|---|---|
| after floorplan | 0.00143 | 103 | 1170 |
| after global placement | 0.00169 | 214 | 1850 |
| after detailed placement | 0.00170 | 214 | 1850 |
| after CTS | 0.00262 | 221 | 1950 |
| after global routing | 0.00271 | 221 | 1950 |
| final | 0.00257 | 221 | 1950 |
-- Yosys cell counts (all sizes together) --
master	number	area, um^2
mux2i	30	300
nor2b	2	12.5
nor2	30	113
dfxtp	32	641
a211o	2	17.5
clkbuf	2	7.51
buf	5	76.3
-- path summary, 6_finish.rpt --
kind / endpoint / slack, ns
max: out_pc[28] / 0.06
min: out[26] / 0.34
max reg2reg: out[13] / 0.34
min reg2reg: out[1] / 0.48
-- area by class of cell --
type,instances,area (um^2)
Tap cell,48,60.1
Fill cell,339,1740
Sequential cell,32,681
Multi-Input combinational cell,64,443
Clock buffer,7,96.3
Timing Repair Buffer,70,671
-- report_power, final --
group | internal, W | switching (W) | leakage, nW | total [W]
logic | 0.000252 | 0.000108 | 0.630 | 0.000361
registers | 0.00124 | 0.0000296 | 0.274 | 0.00127
clock network | 0.000556 | 0.000382 | 0.0503 | 0.000938
total | 0.00205 | 0.000520 | 0.954 | 0.00257
-- repair_timing --
action | 4_1_cts | 5_1_grt
setup buffers | 0 | 0
resized | 64 | 0
endpoints found under the setup margin | 32 | 0
-- layer usage --
layer,part of all wire,global-route usage
met1,0.46,0.182
met2,0.39,0.175
met3,0.13,0.0634
met4,0.018,0.0167
met5,0,0
Power figures rest on the tool's default switching activity, not on a simulated workload.
