$ cat flow/design.v
`timescale 1ns / 1ps
module ALU(
    input [31:0] reg1,
    input [31:0] reg2,
    input [3:0] aluCtrl,
    output reg[31:0] Result,
    output EqualSign,
    output lessSign
    );
    assign EqualSign = (reg1 == reg2);
    always @(*) begin
        case (aluCtrl)
            4'b0010: begin
                Result = reg1 + reg2;
            end
            4'b0110: begin
                Result = reg1 - reg2;
            end
            4'b0001: begin 
                Result = reg1 | reg2;
            end
            4'b0100: begin 
                Result = reg1 << (reg2[4:0]);
            end
            default: begin
                Result = 0;
            end
        endcase
    end
endmodule
$ cat flow/constraint.sdc
current_design ALU

set clk_period 25.3
set clk_io_pct 0.2

create_clock -name clk0 -period $clk_period

set non_clock_inputs [all_inputs -no_clocks]
set_input_delay [expr $clk_period * $clk_io_pct] -clock clk0 $non_clock_inputs
set_output_delay [expr $clk_period * $clk_io_pct] -clock clk0 [all_outputs]
$ cat flow/config.mk
export PLATFORM = sky130hd
export DESIGN_NAME = ALU
export DESIGN_NICKNAME = ALU
export VERILOG_FILES = /design/flow/design.v
export SDC_FILE = /design/flow/constraint.sdc
export NUM_CORES = 4
export LEC_CHECK = 1
export CORE_UTILIZATION = 30
$ cat flow/run.sh
#!/bin/bash
# OpenROAD 26Q1-2900-gdf79404cd8, Yosys 0.63+post, stock flow scripts
make -C /OpenROAD-flow-scripts/flow DESIGN_CONFIG=/design/flow/config.mk WORK_HOME=/design/flow/orfs finish
==> results.cfg <==
; physical design summary
[layout]
flop_area_um2 = 0
syn_to_final_growth_pct = 17.7
num-fill-cells = 2185
nClkBuffers = 0
instances_no_fill = 1228
design_area_mm2 = 0.00738
layout-drive-gt1-share_pct = 6.16
design.seq.count = 0

[synthesis]
yosysTopAreaCell = ha_1
ys_seq_share_pct = 0
common_cells = ha_1 (100), inv_1 (94), a21oi_1 (92)
top_cells_by_area = ha_1 (20%), a21oi_1 (7.3%), mux4_2 (7.2%)
synth_top_area_share_pct = 20.0
yosys_area_mm2 = 0.00627
yosysMostFrequentCell = ha_1
ys_warn_count = 2
ys_cells = 910
syn_avg_cell_area_um2 = 6.89
syn_area_mm2 = 0.00627
ys_types = 83
syn-instance-count = 910

[timing]
rsz0062_at_grt = false
fin_crit_ns = 15.14
max_slew_margin_pct = 33.0
setup_viol = 0
hold_violations = 0
max_freq_ghz = 0.0660
tightest_slew_ns = 1.01
drv_slew = 0
tns_ns = 0
finalClockPeriodUsage_pct = 59.9

[global_routing]
met2_usage_pct = 34.2
grt_usage_pct = 23.0
grt_busiest_layer = met1
grt_pass1_wl_um = 38200
grt_use_met3_pct = 4.27
antenna_found_initial = 0
global_route.usage.met1_pct = 34.9
grt_overflow = 0
grt_max_degree = 55
grt_pass1_vias = 6525

[worst_setup_path]
path_class = in -> out
cp_max_fo = 29
crit_path_end_kind = output pin
start_kind = input pin
critPathRequiredTime_ns = 20.24
arrival_ns = 10.08

[detailed_routing]
dr.pass1.iters = 5
drt_wl_total_um = 24400
drc = 0
ant_nets = 0
n_antenna_cell = 0
via_per_inst = 5.71
wl_per_cell_um = 19.9
drtIter0Drc = 578
vias = 7014

[flow_run]
warnings = 100
maxCapViolCount = 0

[floorplan]
initCoreUtil_pct = 30.8
die_y_um = 147
die-area_mm2 = 0.0215
rows = 52
dieWidth_um = 147
ioPinCount = 102
core_area_mm2 = 0.0204

[status]
status = completed

[placed_design]
place_area_mm2 = 0.00738
portBuffers = 101
gp_congestion = 0.992
placed_cells_incl_taps = 1228
dp_hpwl_um = 19500

[clock_network]
post_cts_resized = 0
postCtsHoldBufs = 0
post-cts-setup-buffers = 0

[pwr]
powerDensity_mw_per_mm2 = 21.8
p_leak_nw = 3.12
ir_drop_mv = 0.00790

[hold_path]
hold_class = in -> out
critical path: stages:
cell and delay [ns]:
clkdlybuf4s50_1 1.01, inv_2 0.49, ha_1 0.67, o21bai_4 0.13, a2111oi_4 0.46, o21bai_1 0.15
a221oi_1 0.86, nor2_1 0.15, o21ai_0 0.20, a21oi_1 0.11, mux2i_1 0.14, o311ai_1 0.11
clkdlybuf4s50_1 0.53
path summary, 6_finish.rpt:
path,end,slack (ns),cells after the start,startpoint
setup / recovery,Result[28],10.16,13,reg2[2]
hold / removal,Result[31],11.26,5,reg2[31]
logic make-up (layout without fill, tap and decap cells):
kind of cell	after synthesis	after routing	synth area share [%]
other	1	1	0.0598
AND/OR/NAND/NOR	258	258	19.4
multiplexers	47	47	11.5
adder cells (fa/ha/maj)	102	102	20.6
XOR/XNOR	26	26	3.63
AND-OR/OR-AND	316	316	34.4
buffers and inverters	160	208	10.4
metal layers:
metal / wire length, µm / share of wire (%)
met2: 10500 / 43
met3: 1980 / 8.1
met1: 11500 / 47
met4: 423 / 1.7
met5: 0 / 0
through the flow:
stage / hold slack [ns] / power, mW / setup WS [ns] / utilization [%]
after CTS: 11.27 / 0.158 / 10.29 / 36.2
final: 11.26 / 0.161 / 10.16 / 36.2
after floorplan: 10.36 / 0.104 / 12.25 / -
after global placement: 11.25 / 0.159 / 10.35 / 36.2
after global routing: 11.32 / 0.175 / 9.83 / 36.2
after detailed placement: 11.26 / 0.157 / 10.30 / 36.2
cell usage in the layout, fill, tap and decap left out, drive strengths merged, types with 10 or more instances in the layout:
cell | synthesis | layout
nand2 | 87 | 87
mux2i | 25 | 25
a211oi | 14 | 14
nand3 | 21 | 21
o21ai | 75 | 75
nor2 | 80 | 80
inv | 97 | 97
o22ai | 12 | 12
o31ai | 11 | 11
o221ai | 17 | 17
a31oi | 15 | 15
ha | 100 | 100
mux4 | 20 | 20
nor3 | 14 | 14
nor4 | 12 | 12
clkdlybuf4s50 | 0 | 98
a21o | 10 | 10
o21bai | 13 | 13
buf | 29 | 10
xnor2 | 25 | 25
a21oi | 93 | 93
area by class of cell:
class | count | area (µm²) | area share, %
well taps | 270 | 338 | 4.58
inverters | 100 | 375 | 5.09
repair buffers | 108 | 1050 | 14.2
multi-input cells | 750 | 5620 | 76.1
report_power, final:
| group | internal, mW | switching, mW | total (mW) |
|---|---|---|---|
| registers | 0 | 0 | 0 |
| logic | 0.0661 | 0.0949 | 0.161 |
| clock network | 0 | 0 | 0 |
Power figures rest on the tool's default switching activity, not on a simulated workload.
